**flow/config.mk**
```make
export PLATFORM = sky130hd
export DESIGN_NAME = axi_servo_ctl
export DESIGN_NICKNAME = axi_servo_ctl
export VERILOG_FILES = /design/flow/design.v
export SDC_FILE = /design/flow/constraint.sdc
export NUM_CORES = 4
export LEC_CHECK = 1
export CORE_UTILIZATION = 50
```
**flow/constraint.sdc**
```tcl
current_design axi_servo_ctl

set clk_period 9.6
set clk_io_pct 0.2

create_clock -name clk0 -period $clk_period [get_ports {s_axi_aclk}]

set non_clock_inputs [all_inputs -no_clocks]
set_input_delay [expr $clk_period * $clk_io_pct] -clock clk0 $non_clock_inputs
set_output_delay [expr $clk_period * $clk_io_pct] -clock clk0 [all_outputs]
```
**flow/design.v**
```verilog
`timescale 1ns / 1ps
module axi_servo_ctl #
   (
    parameter integer C_AXI_DATA_WIDTH  = 32,
    parameter integer C_CLK_FREQ_HZ     = 100000000,
    parameter integer C_AXI_ADDR_WIDTH  = 32,
    parameter integer C_NUM_SERVOS      = 8,
    parameter integer C_PERIOD_US       = 20000,
    parameter integer C_DUTY_MIN_US     = 500,
    parameter integer C_DUTY_MAX_US     = 1800
)  (
    output wire [C_NUM_SERVOS-1:0]        servo_ctl,
    input wire                            s_axi_aclk,
    input wire                            s_axi_aresetn,
    input wire [C_AXI_ADDR_WIDTH-1:0]     s_axi_awaddr,
    input wire [2:0]                      s_axi_awprot,
    input wire                            s_axi_awvalid,
    output reg                            s_axi_awready,
    input wire [C_AXI_DATA_WIDTH-1:0]     s_axi_wdata,
    input wire                            s_axi_wvalid,
    output reg                            s_axi_wready,
    output reg [1:0]                      s_axi_bresp,
    output reg                            s_axi_bvalid,
    input wire                            s_axi_bready,
    input wire [C_AXI_ADDR_WIDTH-1:0]     s_axi_araddr,
    input wire [2:0]                      s_axi_arprot,
    input wire                            s_axi_arvalid,
    output reg                            s_axi_arready,
    output reg [C_AXI_DATA_WIDTH-1:0]     s_axi_rdata,
    output reg [1:0]                      s_axi_rresp,
    output reg                            s_axi_rvalid,
    input wire                            s_axi_rready
    );
    localparam integer       ADDR_LSB           = (C_AXI_DATA_WIDTH / 32) + 1;
    localparam integer       OPT_MEM_ADDR_BITS  = $clog2(1 + 2 * C_NUM_SERVOS);
    reg [C_AXI_DATA_WIDTH-1:0]  enable_reg;
    reg [C_AXI_DATA_WIDTH-1:0]  trim_reg [C_NUM_SERVOS-1:0];
    reg [C_AXI_DATA_WIDTH-1:0]  position_reg [C_NUM_SERVOS-1:0];
    reg [OPT_MEM_ADDR_BITS-1:0] reg_waddr;
    reg [OPT_MEM_ADDR_BITS-1:0] reg_raddr;
    wire                        slv_reg_rden;
    wire                        slv_reg_wren;
    reg [C_AXI_DATA_WIDTH-1:0]  reg_data_out;
    always @(posedge s_axi_aclk) begin
        if (s_axi_aresetn == 1'b0)
            s_axi_awready <= 1'b0;
        else begin
            if (~s_axi_awready && s_axi_awvalid && s_axi_wvalid)
                s_axi_awready <= 1'b1;
            else
                s_axi_awready <= 1'b0;
        end
    end
    always @(posedge s_axi_aclk) begin
        if (s_axi_aresetn == 1'b0)
            reg_waddr <= 0;
        else
            if (~s_axi_awready && s_axi_awvalid && s_axi_wvalid)
                reg_waddr <= s_axi_awaddr[ADDR_LSB+OPT_MEM_ADDR_BITS:ADDR_LSB];
    end
    always @(posedge s_axi_aclk) begin
        if (s_axi_aresetn == 1'b0)
            s_axi_wready <= 1'b0;
        else
            if (~s_axi_wready && s_axi_wvalid && s_axi_awvalid)
                s_axi_wready <= 1'b1;
            else
                s_axi_wready <= 1'b0;
    end
    assign slv_reg_wren  = s_axi_wready && s_axi_wvalid && s_axi_awready && s_axi_awvalid;
    always @(posedge s_axi_aclk) begin
        if (s_axi_aresetn == 1'b0) begin
            enable_reg <= 0;
            for(int i = 0; i < C_NUM_SERVOS; i = i + 1) begin
                    trim_reg[i]     <= 0;
                    position_reg[i] <= 0;
            end
        end
        else begin
            if (slv_reg_wren) begin
                if (reg_waddr == 0)
                    enable_reg <= s_axi_wdata;
                else begin
                    for (int i = 1; i <= C_NUM_SERVOS; i = i + 1) begin
                        if (reg_waddr == 2 * i - 1)
                            trim_reg[i-1]  <= s_axi_wdata;
                        else if (reg_waddr == 2 * i)
                            position_reg[i-1] <= s_axi_wdata;
                    end
                end
            end
        end
    end
    always @(posedge s_axi_aclk) begin
        if (s_axi_aresetn == 1'b0) begin
            s_axi_bvalid <= 0;
            s_axi_bresp  <= 2'b0;
        end
        else
            if (s_axi_awready && s_axi_awvalid && ~s_axi_bvalid && s_axi_wready && s_axi_wvalid) begin
                s_axi_bvalid <= 1'b1;
                s_axi_bresp  <= 2'b0;
            end
            else if (s_axi_bready && s_axi_bvalid)
                s_axi_bvalid <= 1'b0;
    end
    always @(posedge s_axi_aclk) begin
        if (s_axi_aresetn == 1'b0) begin
            s_axi_arready <= 1'b0;
            reg_raddr     <= 0;
        end
        else
            if (~s_axi_arready && s_axi_arvalid) begin
                s_axi_arready <= 1'b1;
                reg_raddr     <= s_axi_araddr[ADDR_LSB+OPT_MEM_ADDR_BITS:ADDR_LSB];
            end
            else
                s_axi_arready <= 1'b0;
    end
    always @(posedge s_axi_aclk) begin
        if (s_axi_aresetn == 1'b0) begin
            s_axi_rvalid <= 1'b0;
            s_axi_rresp  <= 2'b0;
        end
        else
            if (s_axi_arready && s_axi_arvalid && ~s_axi_rvalid) begin
                s_axi_rvalid <= 1'b1;
                s_axi_rresp  <= 2'b0;
            end
            else if (s_axi_rvalid && s_axi_rready)
                s_axi_rvalid <= 1'b0;
    end
    assign slv_reg_rden  = s_axi_arready & s_axi_arvalid & ~s_axi_rvalid;
    always_comb begin
        reg_data_out  <= 0;
        if (reg_raddr == 0)
            reg_data_out <= enable_reg;
        for(int i = 1; i <= C_NUM_SERVOS; i = i + 1) begin
            if (reg_raddr == 2 * i - 1)
                reg_data_out <= trim_reg[i-1];
            else if (reg_raddr == 2 * i)
                reg_data_out <= position_reg[i-1];
        end
    end
    always @(posedge s_axi_aclk) begin
        if (s_axi_aresetn == 1'b0)
            s_axi_rdata <= 0;
        else
            if (slv_reg_rden)
                s_axi_rdata <= reg_data_out;
    end
    genvar i;
    generate
        for (i = 0; i < C_NUM_SERVOS; i = i + 1) begin
            axi_servo_pwm #
               (
                .C_CLK_FREQ_HZ  ( C_CLK_FREQ_HZ         ),
                .C_PERIOD_US    ( C_PERIOD_US           ),
                .C_DUTY_MAX_US  ( C_DUTY_MAX_US         ),
                .C_DUTY_MIN_US  ( C_DUTY_MIN_US         )
               ) pwm
               (
                .resetn         ( s_axi_aresetn         ),
                .clk            ( s_axi_aclk            ),
                .position       ( position_reg[i][7:0]  ),
                .trim           ( trim_reg[i][7:0]      ),
                .enable         ( enable_reg[i]         ),
                .servo_ctl      ( servo_ctl[i]          )
               );
        end
    endgenerate
endmodule
`timescale 1ns/1ps
module axi_servo_pwm #
   (
    parameter integer C_CLK_FREQ_HZ     = 100000000,
    parameter integer C_PERIOD_US       = 20000,
    parameter integer C_DUTY_MIN_US     = 500,
    parameter integer C_DUTY_MAX_US     = 1800
)  (
    input wire         resetn,
    input wire         clk,
    input signed [7:0] position,
    input signed [7:0] trim,
    input wire         enable,
    output reg         servo_ctl
);
    localparam integer COUNT_BITS       = $clog2((C_CLK_FREQ_HZ / 1000000) * C_PERIOD_US - 1);
    localparam integer DUTY_MIN_COUNT   = (C_CLK_FREQ_HZ / 1000000) * C_DUTY_MIN_US - 1;
    localparam integer DUTY_MAX_COUNT   = (C_CLK_FREQ_HZ / 1000000) * C_DUTY_MAX_US - 1;
    localparam integer PERIOD_COUNT     = (C_CLK_FREQ_HZ / 1000000) * C_PERIOD_US - 1;
    localparam integer STEP_SIZE        = ((C_CLK_FREQ_HZ / 1000000) * (C_DUTY_MAX_US - C_DUTY_MIN_US) / 256);
    localparam integer CENTER_COUNT     = DUTY_MIN_COUNT + ((C_CLK_FREQ_HZ / 1000000) * (C_DUTY_MAX_US - C_DUTY_MIN_US)) / 2;
    reg signed [COUNT_BITS-1:0] position_reg;
    reg signed [COUNT_BITS-1:0] trim_reg;
    reg signed [COUNT_BITS-1:0] target_position;
    reg signed [COUNT_BITS:0] pwm_counter;
    always @(posedge clk) begin
        if (resetn == 1'b0)
            pwm_counter <= 0;
        else begin
            if ((enable == 1'b0) || (pwm_counter == PERIOD_COUNT))
                pwm_counter <= 0;
            else
                pwm_counter <= pwm_counter + 1;
        end
    end
    always @(posedge clk) begin
        if (pwm_counter == PERIOD_COUNT) begin
            position_reg    <= position * STEP_SIZE;
            trim_reg        <= trim * STEP_SIZE;
            target_position <= CENTER_COUNT + position_reg + trim_reg;
        end
    end
    always @(posedge clk) begin
        if (resetn == 1'b0)
            servo_ctl <= 1'b0;
        else
            if (((pwm_counter <= DUTY_MIN_COUNT) || (pwm_counter <= target_position)) &&
                (pwm_counter <= DUTY_MAX_COUNT) && (enable == 1'b1))
                servo_ctl  <= 1'b1;
            else
                servo_ctl <= 1'b0;
    end
endmodule
```
**flow/run.sh**
```bash
#!/bin/bash
# OpenROAD 26Q1-2900-gdf79404cd8, Yosys 0.63+post, stock flow scripts
make -C /OpenROAD-flow-scripts/flow DESIGN_CONFIG=/design/flow/config.mk WORK_HOME=/design/flow/orfs finish
```
==> flow_metrics.py <==
# Metrics from the implementation run
metrics = {
    "outcome": {
        "status": "finished clean",
    },
    "detailed_routing": {
        "drtIter0Drc": 4356,
        "wirelength_mm": 229,
        "routedWlPerCell_um": 19.0,
        "viasPerCell": 5.53,
        "ant_nets": 0,
        "post-route-drc-count": 0,
        "num_vias": 66600,
        "first_pass_iters": 8,
    },
    "cts": {
        "root_buffer": "clkbuf_16",
        "clk_latency_ps": 810,
        "cts_resized": 0,
        "cts_hold_buf": 0,
        "htree_levels": 4,
        "cts_buffer_depth": 3,
        "cts.sinks": 1231,
        "cts_tree": "done",
        "cts_buffers": 147,
        "clk_pin_slew_ps": 60,
        "postCtsSetupBuffers": 0,
    },
    "yosys": {
        "synth_cell_types": 103,
        "ys_seq_share_pct": 33.7,
        "synth_area_um2": 86600,
        "postSynthAreaPerCell_um2": 9.01,
        "yosysChipArea_um2": 86600,
        "async_flop_share_pct": 0,
        "yosysCellCount": 9607,
        "edf_count": 456,
        "synth-main-ff-cell": "dfxtp_1",
        "yosysWarningCount": 6,
        "ys_seq_elements": 1231,
        "syn_inst": 9607,
    },
    "floorplanning": {
        "die-area_um2": 175000,
        "fp-utilization_pct": 50.4,
        "std_cell_rows": 152,
        "die_h_um": 418,
        "fp.coreArea_um2": 172000,
        "die_w_um": 418,
        "io-pin-count": 158,
    },
    "min_path": {
        "hold_path.class": "register to register",
        "holdPathEnd": "position_reg[1][28]",
        "hold_depth": 2,
        "hp-start": "position_reg[1][28]",
    },
    "critical_path": {
        "crit_start": "position_reg[3][0]",
        "worstPathArrival_ps": 5610,
        "cp.required_ps": 10210,
        "cp_max_fo": 8,
        "reg2reg_to": "genblk1[3].pwm.position_reg[19]",
        "reg2reg_setup_slack_ps": 4600,
        "reg2reg_from": "position_reg[3][0]",
        "crit_type": "register to register",
        "ff2ff_path_depth": 13,
        "start_kind": "register",
        "cp-end-kind": "register",
    },
    "timing": {
        "fin_crit_sh_pct": 52.1,
        "timing.setup.tns_ps": 0,
        "maxSlewHeadroom_pct": 34.2,
        "fin_ws_ps": 4600,
        "fin_skew_ps": 35.5,
        "setup_viol": 0,
        "holdWs_ps": 452,
        "fmax_mhz": 200,
        "hold_viol": 0,
        "drv_slew": 0,
        "rsz0062_at_grt": "no",
        "worstMarginPinSlew_ps": 977,
        "period_needed_ps": 5000,
    },
    "run": {
        "drv_cap": 0,
        "tool_warnings": 172,
    },
    "power": {
        "p_total_mw": 11.4,
        "max-vdd-ir-drop_v": 0.000154,
        "p_per_area_nw_per_um2": 120,
        "power_leakage_nw": 41.9,
    },
    "finish": {
        "fin_cells": 12000,
        "lay_top_count": "nand2_1",
        "area_growth_pct": 9.51,
        "mostFrequentLayoutCells": "nand2_1 (1374), inv_1 (1273), ha_1 (1120), a21oi_1 (864), dfxtp_1 (772)",
        "fin_util_pct": 55.2,
        "layout-drive-gt1-share_pct": 5.23,
        "fin_area_um2": 94800,
    },
    "grt": {
        "grt_pass1_vias": 64100,
        "grt_pass1_wl_mm": 361,
        "grt_max_degree": 138,
        "grtUsageTotal_pct": 28.0,
        "overflow": 0,
        "antenna_found_initial": 8,
    },
    "placement": {
        "post-place-ws_ps": 4640,
        "placed_area_um2": 90000,
        "portBuffers": 93,
        "dp.cells": 11800,
        "hpwl_mm": 166,
        "place.gp.congestion": 0.968,
    },
}
critical path, stage by stage (launching register included):
cell and delay (ps):
dfxtp_1 730, inv_1 100, ha_1 430, fa_1 580, fa_1 440, fa_1 560, inv_1 50, ha_1 340
and2_1 170, a22o_1 240, o221a_2 290, o221ai_1 310, or4b_1 470, o211ai_1 110
layout make-up:
cell class / instances / area [um2]
Inverter: 1274 / 4790
Multi-Input combinational cell: 6727 / 51100
Fill cell: 15000 / 76900
Clock buffer: 204 / 4200
Clock inverter: 68 / 687
Sequential cell: 1231 / 29200
Timing Repair Buffer: 225 / 1930
Antenna cell: 4 / 10.0
Tap cell: 2310 / 2890
metal layers:
metal | global-route usage (%) | vias to the layer above | wire [um]
li1 | - | 32800 | -
met1 | 40.9 | 31400 | 98100
met2 | 41.8 | 1933 | 102000
met3 | 7.80 | 459 | 19100
met4 | 9.24 | 10 | 9720
met5 | 0.250 | - | 103
logic make-up after synthesis:
group	after synthesis	synth area share [%]
simple gates	2788	14.6
compound gates	1977	14.4
buf+inv	1652	7.38
fa+ha+maj	1512	25.2
flops	1231	33.7
xor+xnor	395	3.99
mux	51	0.673
other cells	1	0.00433
cells in the mapped netlist, types with 31 or more instances:
cell / number / share of area, %
nand4_1: 100 / 0.72
and3_1: 64 / 0.46
inv_1: 1273 / 5.5
and2_1: 45 / 0.33
nor4_1: 43 / 0.31
o221ai_1: 42 / 0.42
edfxtp_1: 456 / 16
nor2b_1: 60 / 0.43
dfxtp_1: 775 / 18
nand2_1: 1374 / 6.0
a211oi_1: 79 / 0.68
nor2_1: 548 / 2.4
o22ai_1: 49 / 0.35
a21o_1: 148 / 1.3
fa_1: 392 / 9.1
xnor2_1: 262 / 2.6
o211ai_1: 68 / 0.59
ha_1: 1120 / 16
buf_2: 60 / 0.35
a221oi_1: 31 / 0.31
nand3_1: 150 / 0.87
xor2_1: 133 / 1.3
nand2b_1: 42 / 0.30
nor3_1: 140 / 0.81
a21oi_1: 864 / 5.0
a31oi_1: 50 / 0.36
or3_1: 55 / 0.40
or2_2: 36 / 0.26
a22oi_1: 47 / 0.41
o21ai_0: 215 / 1.2
clkbuf_1: 290 / 1.3
o21a_1: 141 / 1.2
how the worst max path moves through the flow:
stage	cells after the start	endpoint
after CTS	13	genblk1[3].pwm.position_reg[19]
after global routing	13	genblk1[7].pwm.position_reg[19]
final	13	genblk1[3].pwm.position_reg[19]
power by group:
| part | total (mW) | internal (mW) | leakage (nW) | switching (mW) |
|---|---|---|---|---|
| logic | 0.380 | 0.0986 | 29.4 | 0.282 |
| clock network | 5.63 | 3.33 | 2.37 | 2.29 |
| registers | 5.40 | 5.38 | 10.2 | 0.0206 |
Power is estimated from default activity; no workload was simulated.
