<file path="flow/constraint.sdc">
current_design pwm_8bit

set clk_period 6.1
set clk_io_pct 0.2

create_clock -name clk0 -period $clk_period [get_ports {clk}]

set non_clock_inputs [all_inputs -no_clocks]
set_input_delay [expr $clk_period * $clk_io_pct] -clock clk0 $non_clock_inputs
set_output_delay [expr $clk_period * $clk_io_pct] -clock clk0 [all_outputs]
</file>
<file path="flow/config.mk">
export PLATFORM = sky130hd
export DESIGN_NAME = pwm_8bit
export DESIGN_NICKNAME = pwm_8bit
export VERILOG_FILES = /design/flow/design.v
export SDC_FILE = /design/flow/constraint.sdc
export NUM_CORES = 4
export LEC_CHECK = 1
export CORE_UTILIZATION = 40
</file>
<file path="flow/design.v">
module pwm_8bit #
    (parameter integer C_CLK_FREQ_HZ = 100000000,
     parameter integer C_PWM_PERIOD_US = 200
)   (input             clk,
     input             reset,
     input [7:0]       duty_cycle,
     input             duty_cycle_valid,
     input             enable,
     output reg        pwm
);
    localparam integer COUNT_BITS    = $clog2((C_CLK_FREQ_HZ / 1000000) * C_PWM_PERIOD_US) - 1;
    localparam integer PERIOD_COUNT  = (C_CLK_FREQ_HZ / 1000000) * C_PWM_PERIOD_US - 1;
    localparam integer STEP_SIZE     = ((C_CLK_FREQ_HZ / 1000000) * C_PWM_PERIOD_US) / 256;
    reg [COUNT_BITS:0] pwm_counter;
    reg [COUNT_BITS:0] duty_cycle_count_reg;
    always @(posedge clk) begin
        if (reset)
            pwm_counter <= 0;
        else begin
            if ((enable == 1'b0) || (pwm_counter >= PERIOD_COUNT))
                pwm_counter <= 0;
            else
                pwm_counter <= pwm_counter + 1;
        end
    end
    always @(posedge clk) begin
        if (reset)
            duty_cycle_count_reg <= 0;
        else if (duty_cycle_valid)
            duty_cycle_count_reg <= duty_cycle * STEP_SIZE;
    end
    always @(posedge clk) begin
        if (reset)
            pwm <= 1'b0;
        else
            if ((enable == 1'b1) && (pwm_counter <= duty_cycle_count_reg))
                pwm <= 1'b1;
            else
                pwm <= 1'b0;
    end
endmodule
</file>
<file path="flow/run.sh">
#!/bin/bash
# OpenROAD 26Q1-2900-gdf79404cd8, Yosys 0.63+post, stock flow scripts
make -C /OpenROAD-flow-scripts/flow DESIGN_CONFIG=/design/flow/config.mk WORK_HOME=/design/flow/orfs finish
</file>
==> summary.txt <==
CTS buffer count = 5
Mapped Area = 0.002404 sq mm
Worst slew pin tran = 0.6663 ns
Crit-path max FO = 7
Maxcap violations = 0
Total Routing Usage GR = 0.1533
Max Clk Rate = 223.0 MHz
Top Layout Cells = inv_1, ha_1, nor2_1
Site Rows = 27
FFs w/ async S/R, synth = 0
Worst setup EP type = flip-flop
Number of vias per cell = 4.811
Yosys top cell area share = 0.2499
I/O Pins = 13
Post-synth top flop = dfxtp_1
Post-synth EDFFs = 0
Final TNS setup = 0 ns
Initial antenna violation count = 0
DRC Markers = 0
Crit Path Category = input port to flip-flop
Final min period = 4.484 ns
# Cells Yosys = 288
Top logic cell by instance count in the layout = inv_1
# H-tree levels = 2
Port Buffers = 12
Synth Seq Share = 0.2499
Via Count = 1804
First-pass GRT wire length = 7.659 mm
Yosys Chip Area = 0.002404 sq mm
VDD IR max = 0.00009406 V
Init Core Util = 0.4260
Post-Syn Area per Cell = 8.346 sq um
Number of global-route vias before repair = 1679
Area Growth Syn to Fin = 11.61%
Max Transition Viols Final = 0
HPWL Detailed = 3.334 mm
Max FFs per register = 15
CP arrival = 4.66 ns
Count of tool warnings = 25
Final worst setup slack = 1.616 ns
CTS clk-pin slew, worst paths = 0.06 ns
Synth cell types = 40
Fin. Hold Viols = 0
Placeable core area = 0.005642 sq mm
Gr ovfl total = 0
Final setup fails = 0
Outcome = complete, no violations
Syn Inst Count = 288
Clock Sinks = 30
DRT iter0 DRCs = 33
Critical path required time = 6.27 ns
Leak = 0.001225 uW
Routed Antenna Nets = 0
Post-CTS Resized = 0
YS warnings = 1
Setup Fix Bufs, Post-CTS = 0
Avg WL per Cell = 11.23 um
Layout fillers = 531
RSZ-0062 raised after global routing = no
Root Buffer = clkbuf_8
# hold bufs at CTS = 0
Pre-CTS setup slack = 1.319 ns
CTS max path bufs = 2
Largest cells by area = dfxtp_1, ha_1, fa_1
Largest net degree at the start of global routing = 23
HP Class = flip-flop to flip-flop
Largest area contributor in the netlist = dfxtp_1
Die Span Y = 79.52 um
Power Density = 234.6 mW/mm^2
Max Clock Skew = 0.006414 ns
DRT Pass-1 Iters = 5
Critical Path Start Type = input port
Ys flops = 30
Routability cong. = 0.8385
Cycle use final = 0.7351
Die area = 0.006323 sq mm
Clk Latency, worst-skew pair = 0.28 ns
Fraction of layout cells with a size suffix above 1 = 0.03630
N_diodes = 0
Worst Hold Slack = 0.4871 ns
Final wirelength = 4.212 mm
CTS tree = yes
Slew Limit Headroom = 0.5544
Die Wd = 79.52 um
critical path, stage by stage:
cell             delay (ns)
clkdlybuf4s50_1        0.58
inv_1                  0.08
fa_1                   0.48
inv_1                  0.04
ha_1                   0.26
inv_1                  0.05
fa_1                   0.52
inv_1                  0.04
ha_1                   0.37
a21oi_1                0.21
and2_1                 0.17
a21oi_1                0.07
or3_1                  0.34
a31o_2                 0.23
area by class of cell:
cell class / count / area [sq um] / share of cell area
Clock buffer: 7 / 86.33 / 0.03218
Sequential cell: 30 / 600.6 / 0.2239
Multi-Input combinational cell: 199 / 1574 / 0.5868
Timing Repair Buffer: 13 / 127.6 / 0.04757
Clock inverter: 1 / 5.005 / 0.001866
Tap cell: 72 / 90.09 / 0.03358
Inverter: 53 / 198.9 / 0.07416
cells in the mapped netlist (2+ instances only):
cell / instances
and2_1: 2
xor2_1: 4
mux2i_1: 8
nand2_1: 12
or3_1: 2
o21ai_0: 7
nand4_1: 6
nand2b_1: 4
ha_1: 36
dfxtp_1: 30
a211oi_1: 5
nor2_1: 33
inv_1: 53
clkbuf_1: 4
o31ai_1: 3
nor2b_1: 2
nand3_1: 12
fa_1: 11
xnor2_1: 11
a21o_1: 3
a31oi_1: 3
nor3_1: 5
a21oi_1: 13
and3_1: 3
cell families after synthesis:
kind of cell / Yosys count / synth area share
AOI/OAI and AO/OA: 41 / 0.1083
xor gates and xnor gates: 15 / 0.05466
adders and majority gates: 47 / 0.2790
buffers and inverters: 59 / 0.09526
DFF: 30 / 0.2499
muxes: 9 / 0.03800
and+or+nand+nor: 87 / 0.1749
per-layer routing:
layer  wire (um)  vias to the layer above  track usage  part of all wire
li1            -                      983            -                 -
met1        2225                      793       0.2374              0.53
met2        1794                       22       0.2342              0.43
met3         131                        6      0.02552             0.031
met4          60                        0      0.01818             0.014
met5           0                        -            0                 0
path summary, 6_finish.rpt:
check	startpoint	end	slack [ns]	depth (start not counted)
setup / recovery	duty_cycle[7]	duty_cycle_count_reg[13]	1.62	14
hold / removal	duty_cycle_count_reg[9]	duty_cycle_count_reg[9]	0.49	2
setup reg to reg	pwm_counter[6]	pwm_counter[10]	4.43	5
hold reg to reg	duty_cycle_count_reg[9]	duty_cycle_count_reg[9]	0.49	2
power breakdown:
group / internal [uW] / switching (uW) / leakage (uW)
Sequential: 214 / 7.76 / 0.000245
Clock: 90.9 / 72.6 / 0.0000482
Combinational: 109 / 135 / 0.000932
Total: 414 / 215 / 0.00122
metrics by stage:
step / power [uW] / instances / cell area, sq um / util
after global placement: 470.1 / 367 / 2591 / 0.4593
final: 629.4 / 375 / 2683 / 0.4755
after detailed placement: 470.6 / 367 / 2591 / 0.4593
after floorplan: 418.9 / 288 / 2404 / -
after CTS: 635.5 / 375 / 2683 / 0.4755
after global routing: 689.9 / 375 / 2683 / 0.4755
Power and IR drop assume default switching activity.
