--- design.v ---
module xadc_data_demux 
    (
     input             clk,
     input             reset,
     input [15:0]      xadc_data,
     input             xadc_data_ready,
     input [4:0]       channel,
     output reg [15:0] xadc_vaux0_data,
     output reg        xadc_vaux0_ready,
     output reg [15:0] xadc_vaux8_data,
     output reg        xadc_vaux8_ready
     );
    always @(posedge clk) begin
        if (reset) begin
            xadc_vaux0_data  <= 16'd0;
            xadc_vaux0_ready <= 1'b0;
        end
        else
            if (xadc_data_ready && (channel == 5'h10)) begin
                xadc_vaux0_data  <= xadc_data;
                xadc_vaux0_ready <= 1'b1;
            end 
            else
                xadc_vaux0_ready <= 1'b0;
    end
    always @(posedge clk) begin
        if (reset) begin
            xadc_vaux8_data  <= 16'd0;
            xadc_vaux8_ready <= 1'b0;
        end
        else
            if (xadc_data_ready && (channel == 5'h18)) begin
                xadc_vaux8_data  <= xadc_data;
                xadc_vaux8_ready <= 1'b1;
            end
            else
                xadc_vaux8_ready <= 1'b0;
    end
endmodule
--- run.sh ---
#!/bin/bash
# OpenROAD 26Q1-2900-gdf79404cd8, Yosys 0.63+post, stock flow scripts
make -C /OpenROAD-flow-scripts/flow DESIGN_CONFIG=/design/flow/config.mk WORK_HOME=/design/flow/orfs finish
--- config.mk ---
export PLATFORM = sky130hd
export DESIGN_NAME = xadc_data_demux
export DESIGN_NICKNAME = xadc_data_demux
export VERILOG_FILES = /design/flow/design.v
export SDC_FILE = /design/flow/constraint.sdc
export NUM_CORES = 4
export LEC_CHECK = 1
export CORE_AREA = 10 10 106 106
export DIE_AREA = 0 0 116 116
--- constraint.sdc ---
current_design xadc_data_demux

set clk_period 4.2
set clk_io_pct 0.2

create_clock -name clk0 -period $clk_period [get_ports {clk}]

set non_clock_inputs [all_inputs -no_clocks]
set_input_delay [expr $clk_period * $clk_io_pct] -clock clk0 $non_clock_inputs
set_output_delay [expr $clk_period * $clk_io_pct] -clock clk0 [all_outputs]
==> flow_summary.ini <==
; generated from flow reports
[placement]
dpl_cell_area_um2 = 2064
hpwl_mm = 3.186
portBuffers = 57
gp_congestion = 0.6916

[logic_synthesis]
postSynthCellCount = 149
synth-edff-count = 0
async_reset_ff_share_pct = 0
area_leaders = dfxtp_1, nand2b_1, mux2i_1
ys_cells = 149
yosys.stat.seqShare_pct = 48.14
synth_area_um2 = 1414
ys_top_cells_by_count = dfxtp_1, nand2b_1, o21ai_0
syn_avg_cell_area_um2 = 9.489
ys_warn_count = 1
ys_seq_elements = 34
ys_area_um2 = 1414
synth.top_cell.area_share_pct = 48.14
yosysMostFrequentCell = dfxtp_1
ys.flop_type = dfxtp_1
ys_types = 16
top_area_cell = dfxtp_1

[timing]
slew_viol_final = 0
final.min_clock_period_ns = 2.626
tightest_slew_ns = 0.7472
fin_crit_sh_pct = 62.53
hold_violations = 0
tns_ns = 0
slew_headroom_pct = 50.19
finClkSkew_ns = 0
timing.fmax_mhz = 380.8
setup_viol = 0
rsz0062_at_grt = false

[final_layout]
area_delta_synth_final_pct = 53.98
drive_gt1_share_pct = 3.941
fill_cells = 950
seq_area_um2 = 680.7
combGateArea_um2 = 670.6
final_area_um2 = 2177

[floorplan]
die_h_um = 116
num_rows = 34
io_pins = 58
initial_utilization_pct = 15.98
core_area_um2 = 8848
chipArea_um2 = 13460
die_x_um = 116

[grt]
grt_max_degree = 51
grt_util_met1_pct = 8.120
antenna_found_initial = 0
grt_use_met2_pct = 9.291
grt_pass1_wl_mm = 6.520
busiest_layer = met2
grt_pass1_vias = 1194
grt-ovfl-total = 0
grt_use_total_pct = 6.203
grt_util_met3_pct = 3.087

[worst_hold_path]
hold_class = register to register
hold_path_depth = 2
worstHoldStart = xadc_vaux8_data[1]
min_to = xadc_vaux8_data[1]

[pwr]
p_leak_nw = 0.7551
peakVddDrop_mv = 0.1135
p_per_area_nw_per_um2 = 312.0

[job]
drv_cap = 0
warning_count = 25

[route]
num_antenna_cells = 0
wire_per_inst_um = 13.60
drt-initial-drc-count = 73
routed_wl_mm = 4.229
drc = 0
viasPerCell = 3.707
first_pass_iters = 4
via_count = 1153
ant_nets = 0

[worst_setup_path]
reg2reg_depth = 3
cp-end-kind = register
r2r_slack_ns = 3.45
r2r_start = xadc_vaux0_data[0]
path_class = input port to register
startpoint_type = input port
worst_ep_required_time_ns = 4.41
r2r-end = xadc_vaux0_data[0]
crit_arrival_ns = 2.84
crit_path_max_fanout = 17

[clock_network]
hold_buffers = 0
postCtsSetupBuffers = 0
clock_latency_ns = 0.28
root_buffer = clkbuf_8
numClockSinks = 34
cts_tree = done
ctsResizeCount = 0
cts_made_buffers = 5
clkSlewWorstSetupHoldPaths_ns = 0.07
htree_num_levels = 2
clock_path_buffers = 2

[status]
status = completed
## cell families after synthesis
kind of cell    count (synthesis)  synth area share, %
simple gates                   56                24.78
flops                          34                48.14
compound gates                 32                11.33
mux                            16                11.33
buf+inv                        11                4.425
## critical path: stages
cell	delay, ns
clkdlybuf4s50_1	0.42
or4b_1	0.80
or2_1	0.55
o21ai_0	0.23
## power by group
group	internal [mW]	total [mW]	switching [mW]	leakage, nW
logic	0.0318	0.0520	0.0202	0.424
registers	0.325	0.326	0.00115	0.274
clock network	0.190	0.302	0.112	0.0573
## layout make-up
type,count,area share [%]
Multi-Input combinational cell,104,30.80
Tap cell,108,6.207
Clock inverter,1,1.379
Timing Repair Buffer,58,26.55
Sequential cell,34,31.26
Clock buffer,6,3.793
## how the worst max path moves through the flow
stage | end | cells past startpoint | start | slack (ns)
finish | xadc_vaux0_data[1] | 4 | channel[2] | 1.57
global route | xadc_vaux0_data[15] | 4 | channel[2] | 1.45
CTS | xadc_vaux0_data[1] | 4 | channel[2] | 1.58
## per-stage QoR
step           power, mW  hold slack [ns]  util [%]  worst slack [ns]  std cells
6_report          0.6793           0.4680     24.60             1.574        311
5_1_grt           0.7115           0.4964     24.60             1.452        311
4_1_cts           0.6915           0.4755     24.60             1.584        311
3_5_place_dp      0.3860           0.4650     23.33             1.309        304
3_3_place_gp      0.3848           0.4584     23.33             1.330        304
2_1_floorplan     0.3532           0.4343         -             2.070        149
## cells in the final DEF (no fill, tap or decap)
cell              n
mux2i_1          16
nor2b_1          16
dfxtp_1          34
clkdlybuf4s50_1  57
nand3_1           1
or2_1             1
nor4b_1           1
or4b_1            1
nand2b_1         33
buf_4             1
nor2_1            2
bufinv_16         1
o21ai_1          13
and3_1            1
o21ai_0          19
clkbuf_8          6
## per-layer routing
| layer | part of all wire [%] | vias up |
|---|---|---|
| met3 | 11 | 5 |
| li1 | - | 604 |
| met5 | 0 | - |
| met1 | 45 | 505 |
| met2 | 42 | 39 |
| met4 | 1.6 | 0 |
## state kept, by name (all words and copies together) (netlist names)
signal            count
xadc_vaux0_ready      1
xadc_vaux8_ready      1
xadc_vaux0_data      16
xadc_vaux8_data      16
Power is estimated from default activity; no workload was simulated.
